==> design.v <==
interface mem_ntv_interface_if ();
        logic [31:0]   addr;
        logic [31:0]   wdata;
        logic [31:0]   rdata;
        logic          w_en;
        logic          r_en;
        logic [3:0]    byteenable;
        modport core ( output addr,
                        output wdata,
                        input  rdata,
                        output w_en,
                        output r_en,
                        output byteenable
        );
        modport soc ( input addr,
                        input  wdata,
                        output rdata,
                        input  w_en,
                        input  r_en,
                        input  byteenable
        );
endinterface
package risc_v_core_pkg;
typedef enum logic [6:0] { 
    R_type        =   7'b0110011,
    load_type     =   7'b0000011,
    I_type        =   7'b0010011,
    jalr_type     =   7'b1100111,
    S_type        =   7'b0100011,
    B_type        =   7'b1100011,
    lui_type      =   7'b0110111,
    auipc_type    =   7'b0010111,
    J_type        =   7'b1101111,
    Noop          =   7'b0000000
 }opcode_t ;    
 typedef enum logic [15:0] { 
    NOP,
    ADD,  SUB,  SLL,    SLT,  SLTU,
    XOR,  SRL,  SRA,    OR,   AND,
    ADDI, SLTI, SLTIU,  XORI, ORI,
    ANDI, SLLI, SRAI,   SRLI, 
    LB,   LH,   LW,     LBU,  LHU,
    JALR, 
    SB,   SH,   SW,     
    BEQ,  BNE,  BLT,    BGE,  BLTU,
    BGEU,
    LUI,  AUIPC,
    JAL
  } instr_name_t;
typedef logic [4:0] rs1_addr_t;
typedef logic [4:0] rs2_addr_t;
typedef logic [4:0] rd_addr_t;
typedef logic [2:0] funct3_t;
typedef logic [6:0] funct7_t;
typedef logic [11:0]  imm_I_t;
typedef logic [11:0]  imm_S_t;
typedef logic [12:0]  imm_B_t;
typedef logic [31:0]  imm_U_t;
typedef logic [20:0]  imm_J_t;
typedef struct packed {
  instr_name_t  instr_name;
  opcode_t      opcode    ;
  funct3_t      funct3    ;
  rs1_addr_t    rs1_addr  ;
  rs2_addr_t    rs2_addr  ;
  rd_addr_t     rd_addr   ;
  funct7_t      funct7    ;
  imm_I_t       imm_I     ;
  imm_S_t       imm_S     ;
  imm_B_t       imm_B     ;
  imm_U_t       imm_U     ;
  imm_J_t       imm_J     ;
} instruction_t;
typedef logic control_1_bit_t;
typedef logic [1:0] control_2_bit_t;
typedef logic [5:0] control_6_bit_t;
typedef struct packed {
  control_1_bit_t  valid;
  control_1_bit_t  MemtoReg;
  control_1_bit_t  RegWrite;
  control_1_bit_t  MemRead;
  control_1_bit_t  MemWrite;
  control_1_bit_t  jal;
  control_1_bit_t  jalr;
  control_2_bit_t  ALUSrcA; 
  control_2_bit_t  ALUSrcB; 
  control_2_bit_t  ALUOp;
  control_6_bit_t  Branch;
} controls_t;
endpackage
package pkg;
typedef enum logic [6:0] {
  OPCODE_LOAD     = 7'h03,
  OPCODE_MISC_MEM = 7'h0f,
  OPCODE_OP_IMM   = 7'h13,
  OPCODE_AUIPC    = 7'h17,
  OPCODE_STORE    = 7'h23,
  OPCODE_OP       = 7'h33,
  OPCODE_LUI      = 7'h37,
  OPCODE_BRANCH   = 7'h63,
  OPCODE_JALR     = 7'h67,
  OPCODE_JAL      = 7'h6f,
  OPCODE_SYSTEM   = 7'h73
} opcode_e;
typedef enum logic [5:0] {
  ALU_ADD,
  ALU_SUB,
  ALU_XOR,
  ALU_OR,
  ALU_AND,
  ALU_XNOR,
  ALU_ORN,
  ALU_ANDN,
  ALU_SRA,
  ALU_SRL,
  ALU_SLL,
  ALU_SRO,
  ALU_SLO,
  ALU_ROR,
  ALU_ROL,
  ALU_REV,
  ALU_REV8,
  ALU_ORCB,
  ALU_LT,
  ALU_LTU,
  ALU_GE,
  ALU_GEU,
  ALU_EQ,
  ALU_NE,
  ALU_MIN,
  ALU_MINU,
  ALU_MAX,
  ALU_MAXU,
  ALU_PACK,
  ALU_PACKU,
  ALU_PACKH,
  ALU_CLZ,
  ALU_CTZ,
  ALU_PCNT,
  ALU_SLT,
  ALU_SLTU,
  ALU_CMOV,
  ALU_CMIX,
  ALU_FSL,
  ALU_FSR
} alu_op_e;
typedef enum logic [1:0] {
  MD_OP_MULL,
  MD_OP_MULH,
  MD_OP_DIV,
  MD_OP_REM
} md_op_e;
typedef enum logic [1:0] {
  CSR_OP_READ,
  CSR_OP_WRITE,
  CSR_OP_SET,
  CSR_OP_CLEAR
} csr_op_e;
typedef enum logic[1:0] {
  PRIV_LVL_M = 2'b11,
  PRIV_LVL_H = 2'b10,
  PRIV_LVL_S = 2'b01,
  PRIV_LVL_U = 2'b00
} priv_lvl_e;
typedef enum logic[3:0] {
   XDEBUGVER_NO     = 4'd0,  
   XDEBUGVER_STD    = 4'd4,  
   XDEBUGVER_NONSTD = 4'd15  
} x_debug_ver_e;
typedef enum logic[1:0] {
  WB_INSTR_LOAD,   
  WB_INSTR_STORE,  
  WB_INSTR_OTHER   
} wb_instr_type_e;
typedef enum logic[1:0] {
  OP_A_REG_A,
  OP_A_FWD,
  OP_A_CURRPC,
  OP_A_IMM
} op_a_sel_e;
typedef enum logic {
  IMM_A_Z,
  IMM_A_ZERO
} imm_a_sel_e;
typedef enum logic {
  OP_B_REG_B,
  OP_B_IMM
} op_b_sel_e;
typedef enum logic [2:0] {
  IMM_B_I,
  IMM_B_S,
  IMM_B_B,
  IMM_B_U,
  IMM_B_J,
  IMM_B_INCR_PC,
  IMM_B_INCR_ADDR
} imm_b_sel_e;
typedef enum logic {
  RF_WD_EX,
  RF_WD_CSR
} rf_wd_sel_e;
typedef enum logic [2:0] {
  PC_BOOT,
  PC_JUMP,
  PC_EXC,
  PC_ERET,
  PC_DRET
} pc_sel_e;
typedef enum logic [1:0] {
  EXC_PC_EXC,
  EXC_PC_IRQ,
  EXC_PC_DBD,
  EXC_PC_DBG_EXC  
} exc_pc_sel_e;
typedef struct packed {
  logic        irq_software;
  logic        irq_timer;
  logic        irq_external;
  logic [14:0] irq_fast;  
} irqs_t;
typedef enum logic [5:0] {
  EXC_CAUSE_IRQ_SOFTWARE_M     = {1'b1, 5'd03},
  EXC_CAUSE_IRQ_TIMER_M        = {1'b1, 5'd07},
  EXC_CAUSE_IRQ_EXTERNAL_M     = {1'b1, 5'd11},
  EXC_CAUSE_IRQ_NM             = {1'b1, 5'd31},  
  EXC_CAUSE_INSN_ADDR_MISA     = {1'b0, 5'd00},
  EXC_CAUSE_INSTR_ACCESS_FAULT = {1'b0, 5'd01},
  EXC_CAUSE_ILLEGAL_INSN       = {1'b0, 5'd02},
  EXC_CAUSE_BREAKPOINT         = {1'b0, 5'd03},
  EXC_CAUSE_LOAD_ACCESS_FAULT  = {1'b0, 5'd05},
  EXC_CAUSE_STORE_ACCESS_FAULT = {1'b0, 5'd07},
  EXC_CAUSE_ECALL_UMODE        = {1'b0, 5'd08},
  EXC_CAUSE_ECALL_MMODE        = {1'b0, 5'd11}
} exc_cause_e;
typedef enum logic [2:0] {
  DBG_CAUSE_NONE    = 3'h0,
  DBG_CAUSE_EBREAK  = 3'h1,
  DBG_CAUSE_TRIGGER = 3'h2,
  DBG_CAUSE_HALTREQ = 3'h3,
  DBG_CAUSE_STEP    = 3'h4
} dbg_cause_e;
parameter int unsigned PMP_MAX_REGIONS      = 16;
parameter int unsigned PMP_CFG_W            = 8;
parameter int unsigned PMP_I = 0;
parameter int unsigned PMP_D = 1;
typedef enum logic [1:0] {
  PMP_ACC_EXEC    = 2'b00,
  PMP_ACC_WRITE   = 2'b01,
  PMP_ACC_READ    = 2'b10
} pmp_req_e;
typedef enum logic [1:0] {
  PMP_MODE_OFF   = 2'b00,
  PMP_MODE_TOR   = 2'b01,
  PMP_MODE_NA4   = 2'b10,
  PMP_MODE_NAPOT = 2'b11
} pmp_cfg_mode_e;
typedef struct packed {
  logic          lock;
  pmp_cfg_mode_e mode;
  logic          exec;
  logic          write;
  logic          read;
} pmp_cfg_t;
typedef enum logic[11:0] {
  CSR_MHARTID   = 12'hF14,
  CSR_MSTATUS   = 12'h300,
  CSR_MISA      = 12'h301,
  CSR_MIE       = 12'h304,
  CSR_MTVEC     = 12'h305,
  CSR_MSCRATCH  = 12'h340,
  CSR_MEPC      = 12'h341,
  CSR_MCAUSE    = 12'h342,
  CSR_MTVAL     = 12'h343,
  CSR_MIP       = 12'h344,
  CSR_PMPCFG0   = 12'h3A0,
  CSR_PMPCFG1   = 12'h3A1,
  CSR_PMPCFG2   = 12'h3A2,
  CSR_PMPCFG3   = 12'h3A3,
  CSR_PMPADDR0  = 12'h3B0,
  CSR_PMPADDR1  = 12'h3B1,
  CSR_PMPADDR2  = 12'h3B2,
  CSR_PMPADDR3  = 12'h3B3,
  CSR_PMPADDR4  = 12'h3B4,
  CSR_PMPADDR5  = 12'h3B5,
  CSR_PMPADDR6  = 12'h3B6,
  CSR_PMPADDR7  = 12'h3B7,
  CSR_PMPADDR8  = 12'h3B8,
  CSR_PMPADDR9  = 12'h3B9,
  CSR_PMPADDR10 = 12'h3BA,
  CSR_PMPADDR11 = 12'h3BB,
  CSR_PMPADDR12 = 12'h3BC,
  CSR_PMPADDR13 = 12'h3BD,
  CSR_PMPADDR14 = 12'h3BE,
  CSR_PMPADDR15 = 12'h3BF,
  CSR_TSELECT   = 12'h7A0,
  CSR_TDATA1    = 12'h7A1,
  CSR_TDATA2    = 12'h7A2,
  CSR_TDATA3    = 12'h7A3,
  CSR_MCONTEXT  = 12'h7A8,
  CSR_SCONTEXT  = 12'h7AA,
  CSR_DCSR      = 12'h7b0,
  CSR_DPC       = 12'h7b1,
  CSR_DSCRATCH0 = 12'h7b2,  
  CSR_DSCRATCH1 = 12'h7b3,  
  CSR_MCOUNTINHIBIT  = 12'h320,
  CSR_MHPMEVENT3     = 12'h323,
  CSR_MHPMEVENT4     = 12'h324,
  CSR_MHPMEVENT5     = 12'h325,
  CSR_MHPMEVENT6     = 12'h326,
  CSR_MHPMEVENT7     = 12'h327,
  CSR_MHPMEVENT8     = 12'h328,
  CSR_MHPMEVENT9     = 12'h329,
  CSR_MHPMEVENT10    = 12'h32A,
  CSR_MHPMEVENT11    = 12'h32B,
  CSR_MHPMEVENT12    = 12'h32C,
  CSR_MHPMEVENT13    = 12'h32D,
  CSR_MHPMEVENT14    = 12'h32E,
  CSR_MHPMEVENT15    = 12'h32F,
  CSR_MHPMEVENT16    = 12'h330,
  CSR_MHPMEVENT17    = 12'h331,
  CSR_MHPMEVENT18    = 12'h332,
  CSR_MHPMEVENT19    = 12'h333,
  CSR_MHPMEVENT20    = 12'h334,
  CSR_MHPMEVENT21    = 12'h335,
  CSR_MHPMEVENT22    = 12'h336,
  CSR_MHPMEVENT23    = 12'h337,
  CSR_MHPMEVENT24    = 12'h338,
  CSR_MHPMEVENT25    = 12'h339,
  CSR_MHPMEVENT26    = 12'h33A,
  CSR_MHPMEVENT27    = 12'h33B,
  CSR_MHPMEVENT28    = 12'h33C,
  CSR_MHPMEVENT29    = 12'h33D,
  CSR_MHPMEVENT30    = 12'h33E,
  CSR_MHPMEVENT31    = 12'h33F,
  CSR_MCYCLE         = 12'hB00,
  CSR_MINSTRET       = 12'hB02,
  CSR_MHPMCOUNTER3   = 12'hB03,
  CSR_MHPMCOUNTER4   = 12'hB04,
  CSR_MHPMCOUNTER5   = 12'hB05,
  CSR_MHPMCOUNTER6   = 12'hB06,
  CSR_MHPMCOUNTER7   = 12'hB07,
  CSR_MHPMCOUNTER8   = 12'hB08,
  CSR_MHPMCOUNTER9   = 12'hB09,
  CSR_MHPMCOUNTER10  = 12'hB0A,
  CSR_MHPMCOUNTER11  = 12'hB0B,
  CSR_MHPMCOUNTER12  = 12'hB0C,
  CSR_MHPMCOUNTER13  = 12'hB0D,
  CSR_MHPMCOUNTER14  = 12'hB0E,
  CSR_MHPMCOUNTER15  = 12'hB0F,
  CSR_MHPMCOUNTER16  = 12'hB10,
  CSR_MHPMCOUNTER17  = 12'hB11,
  CSR_MHPMCOUNTER18  = 12'hB12,
  CSR_MHPMCOUNTER19  = 12'hB13,
  CSR_MHPMCOUNTER20  = 12'hB14,
  CSR_MHPMCOUNTER21  = 12'hB15,
  CSR_MHPMCOUNTER22  = 12'hB16,
  CSR_MHPMCOUNTER23  = 12'hB17,
  CSR_MHPMCOUNTER24  = 12'hB18,
  CSR_MHPMCOUNTER25  = 12'hB19,
  CSR_MHPMCOUNTER26  = 12'hB1A,
  CSR_MHPMCOUNTER27  = 12'hB1B,
  CSR_MHPMCOUNTER28  = 12'hB1C,
  CSR_MHPMCOUNTER29  = 12'hB1D,
  CSR_MHPMCOUNTER30  = 12'hB1E,
  CSR_MHPMCOUNTER31  = 12'hB1F,
  CSR_MCYCLEH        = 12'hB80,
  CSR_MINSTRETH      = 12'hB82,
  CSR_MHPMCOUNTER3H  = 12'hB83,
  CSR_MHPMCOUNTER4H  = 12'hB84,
  CSR_MHPMCOUNTER5H  = 12'hB85,
  CSR_MHPMCOUNTER6H  = 12'hB86,
  CSR_MHPMCOUNTER7H  = 12'hB87,
  CSR_MHPMCOUNTER8H  = 12'hB88,
  CSR_MHPMCOUNTER9H  = 12'hB89,
  CSR_MHPMCOUNTER10H = 12'hB8A,
  CSR_MHPMCOUNTER11H = 12'hB8B,
  CSR_MHPMCOUNTER12H = 12'hB8C,
  CSR_MHPMCOUNTER13H = 12'hB8D,
  CSR_MHPMCOUNTER14H = 12'hB8E,
  CSR_MHPMCOUNTER15H = 12'hB8F,
  CSR_MHPMCOUNTER16H = 12'hB90,
  CSR_MHPMCOUNTER17H = 12'hB91,
  CSR_MHPMCOUNTER18H = 12'hB92,
  CSR_MHPMCOUNTER19H = 12'hB93,
  CSR_MHPMCOUNTER20H = 12'hB94,
  CSR_MHPMCOUNTER21H = 12'hB95,
  CSR_MHPMCOUNTER22H = 12'hB96,
  CSR_MHPMCOUNTER23H = 12'hB97,
  CSR_MHPMCOUNTER24H = 12'hB98,
  CSR_MHPMCOUNTER25H = 12'hB99,
  CSR_MHPMCOUNTER26H = 12'hB9A,
  CSR_MHPMCOUNTER27H = 12'hB9B,
  CSR_MHPMCOUNTER28H = 12'hB9C,
  CSR_MHPMCOUNTER29H = 12'hB9D,
  CSR_MHPMCOUNTER30H = 12'hB9E,
  CSR_MHPMCOUNTER31H = 12'hB9F,
  CSR_CPUCTRL        = 12'h7C0
} csr_num_e;
parameter logic [11:0] CSR_OFF_PMP_CFG  = 12'h3A0;  
parameter logic [11:0] CSR_OFF_PMP_ADDR = 12'h3B0;  
parameter int unsigned CSR_MSTATUS_MIE_BIT      = 3;
parameter int unsigned CSR_MSTATUS_MPIE_BIT     = 7;
parameter int unsigned CSR_MSTATUS_MPP_BIT_LOW  = 11;
parameter int unsigned CSR_MSTATUS_MPP_BIT_HIGH = 12;
parameter int unsigned CSR_MSTATUS_MPRV_BIT     = 17;
parameter int unsigned CSR_MSTATUS_TW_BIT       = 21;
parameter int unsigned CSR_MSIX_BIT      = 3;
parameter int unsigned CSR_MTIX_BIT      = 7;
parameter int unsigned CSR_MEIX_BIT      = 11;
parameter int unsigned CSR_MFIX_BIT_LOW  = 16;
parameter int unsigned CSR_MFIX_BIT_HIGH = 30;
endpackage
module mux_3x1(
input[31:0] a,b,c,
input [1:0]s,
output reg [31:0]q );
always@(*)
begin
	case(s)
	2'b00: q = a;
	2'b01: q = b;
	2'b10: q = c;
	default: q = 32'b0;
	endcase
end
endmodule
==> run.sh <==
#!/bin/bash
# OpenROAD 26Q1-2900-gdf79404cd8, Yosys 0.63+post, stock flow scripts
make -C /OpenROAD-flow-scripts/flow DESIGN_CONFIG=/design/flow/config.mk WORK_HOME=/design/flow/orfs finish
==> config.mk <==
export PLATFORM = sky130hd
export DESIGN_NAME = mux_3x1
export DESIGN_NICKNAME = mux_3x1
export VERILOG_FILES = /design/flow/design.v
export SDC_FILE = /design/flow/constraint.sdc
export NUM_CORES = 4
export LEC_CHECK = 1
export CORE_AREA = 10 10 86 86
export DIE_AREA = 0 0 96 96
==> constraint.sdc <==
current_design mux_3x1

set clk_period 3.4
set clk_io_pct 0.2

create_clock -name clk0 -period $clk_period

set non_clock_inputs [all_inputs -no_clocks]
set_input_delay [expr $clk_period * $clk_io_pct] -clock clk0 $non_clock_inputs
set_output_delay [expr $clk_period * $clk_io_pct] -clock clk0 [all_outputs]
==> run summary <==
Results of the run.

The sequential cell count is 0. The slew at the pin closest to its max-slew limit is 0.5198 ns. The layout has 0 clock buffers. STA classifies the critical path endpoint as a primary output. According to the I/O placement log, the pin count is 130. The share of Yosys cell area claimed by the top area cell type is 0.4070. The layout summary lists the proportion of cells stronger than drive strength 1 as 0.07576. The overall power is 0.0002542 W.

In this run the layout overhead on the synthesized area is reported as 168.2%. Adding up every negative setup slack in the final design gives 0 ns. The number of antenna violations at the first check in global routing is 0. The total power divided by cell area is ~120 nW/um^2. Hold analysis lists the worst path endpoint as q[31]. The sequential fraction of the synthesis area is 0. The iteration count recorded for the first detailed-route pass is 2. The routed wire length is 4.616 mm.

The netlist area before placement is 787.0 sq um. The total of fill cells in the finished design is 570. For reference, the critical path cell chain is clkdlybuf4s50_1, nor2b_4, buf_12, o2bb2ai_1, clkdlybuf4s50_1.

VDD sags by at most 0.05115 mV. TritonRoute reported its final design rule violation total as 0. The post-place instance area is 2111 sq um. The worst hold path startpoint is b[31]. The cell resize tally after clock tree synthesis is 0.

The worst-case max-slew headroom was logged as 0.6535. The worst hold path class is input port to primary output. The row count is 27.

Warnings raised by the tools during the run amount to 32. Hold analysis shows the worst path with a depth of 3. In the finished design, the share of the clock period the worst path needs comes to 0.8711. For the completed layout, the total cell area is recorded as around 2100 sq um. For this design, the slowest cell found on the critical path is sky130_fd_sc_hd__clkdlybuf4s50_1.

The initial utilization of the core area, before any placement, comes to 0.1421. The delay contributed by the slowest stage of the critical path is 0.50 ns. The number of different library cells used by synthesis comes to 8.

The startpoint class of the critical path is an input port. The final hold violation count is 0. Looking at the post-CTS report, the setup buffer insertion count equals 0.

The kind of cell with the highest combined delay along the critical path is buffers and inverters. The post-DP HPWL is 3.994 mm. The arrival time of data at the worst endpoint is listed as roughly 2.3 ns. After synthesis, the design contains 77 cells according to Yosys.

For reference, the final report shows the max-slew violation count at 0. Leaving out fill and tap cells, the most frequent cells in the layout are 129 x sky130_fd_sc_hd__clkdlybuf4s50_1, 32 x sky130_fd_sc_hd__mux2i_1, 22 x sky130_fd_sc_hd__o2bb2ai_1. Using the TritonRoute via totals, the vias-per-cell ratio works out to 4.141. Summed over all cells, the static leakage comes to 0.7930 nW. The achievable clock frequency is roughly 340 MHz. The largest net degree at the start of global routing is 33. The number of buffers and inverters on the critical path is 3. The flip-flop and latch area is 0 sq um. In this run, the number of DRC markers left after iteration 0 of detailed routing was 16.

The buffer_ports step reported a buffer count of roughly 130. The vertical die dimension reported for this design is 96 um. Per the detail_route report, inserted antenna diodes total 0. Ranked by total cell area, the synthesized netlist is headed by sky130_fd_sc_hd__mux2i_1 41%, sky130_fd_sc_hd__o2bb2ai_1 24%, sky130_fd_sc_hd__o2bb2ai_2 19%, sky130_fd_sc_hd__buf_6 11%, sky130_fd_sc_hd__nor2b_4 1.7%. The Yosys warning count is 1. Summing over every cut layer, the via total after detailed routing is 1118. The via count of the first global-routing pass was ~1.2k. The class of the most critical setup path is input port to primary output. Across every metal layer, demand over resource in global routing totals 0.09214.

Per the cell usage report, the commonest logic cell in the layout is sky130_fd_sc_hd__clkdlybuf4s50_1. Setup repair after global routing left no endpoint under its margin. The number of buffers added to fix hold violations after cts is 0. The routed length per instance is 17.10 um. The total congestion overflow after global routing is 0.

For the finished layout, the period the worst path requires is around 3.0 ns. In this design, the critical path's most frequently occurring cell is sky130_fd_sc_hd__clkdlybuf4s50_1. The cell type that accounts for the most area after synthesis is sky130_fd_sc_hd__mux2i_1. In the synthesized netlist, the number of instances is 77. The yosys stat chip area is 787.0 sq um. The number of maximum-capacitance violations is 0. The total area inside the core boundary comes to about 5500 sq um. The run finished with clean final reports.

The required time at the endpoint of the critical path is between 2 and 3 ns. A synthesized cell averages 10.22 sq um. RePlAce ended its routability-driven mode at a weighted congestion of 0.7509. The first global-routing pass estimated 6.775 mm of wire. The area of the die is roughly 9200 sq um.

The critical path maximum fanout is 27. The final tally of setup violations is 0. The logic area is roughly 680 sq um. The die is roughly 96 um wide. In this run the remaining antenna-violating nets after routing total 0.
## metal layers
| layer | wire length [um] | vias to the layer above | global-route usage |
|---|---|---|---|
| met1 | 1787 | 479 | 0.1085 |
| met5 | 0 | - | 0 |
| li1 | - | 566 | - |
| met2 | 2128 | 73 | 0.1564 |
| met4 | 0 | 0 | 0 |
| met3 | 700 | 0 | 0.04638 |
## final cells by class
class | instances | share of cell area
Timing Repair Buffer | 133 | 0.6366
Multi-Input combinational cell | 65 | 0.3207
Tap cell | 72 | 0.04268
## synthesized netlist by cell type
cell,number
sky130_fd_sc_hd__o2bb2ai_1,22
sky130_fd_sc_hd__buf_4,1
sky130_fd_sc_hd__buf_6,8
sky130_fd_sc_hd__buf_2,1
sky130_fd_sc_hd__clkbuf_1,2
sky130_fd_sc_hd__mux2i_1,32
sky130_fd_sc_hd__o2bb2ai_2,10
sky130_fd_sc_hd__nor2b_4,1
## worst min-delay path: stages
cell                              delay (ns)
sky130_fd_sc_hd__clkdlybuf4s50_1        0.39
sky130_fd_sc_hd__o2bb2ai_1              0.12
sky130_fd_sc_hd__clkdlybuf4s50_1        0.40
## worst max path at each step
stage / startpoint / slack (ns) / cells after the start / to
final: s[0] / 0.44 / 5 / q[23]
after global routing: s[0] / 0.35 / 5 / q[26]
after CTS: s[0] / 0.42 / 5 / q[23]
## kinds of logic after synthesis
family	synth area share
compound gates	0.4356
mux	0.4070
simple gates	0.01748
buf+inv	0.1399
## stage by stage
step	hold slack, ns	setup slack (ns)	cells	utilization
6_report	2.277	0.4381	270	0.3810
5_1_grt	2.305	0.3513	270	0.3810
4_1_cts	2.283	0.4161	270	0.3810
3_5_place_dp	2.282	0.4290	270	0.3810
3_3_place_gp	2.285	0.4357	270	0.3810
2_1_floorplan	1.423	1.443	77	-
## where the power goes
part / switching (W) / leakage (nW) / total, W / internal [W]
Combinational: 0.0000653 / 0.793 / 0.000254 / 0.000189
Clock: 0 / 0 / 0 / 0
Sequential: 0 / 0 / 0 / 0
Total: 0.0000653 / 0.793 / 0.000254 / 0.000189
No activity file was given, so power comes from the tool's default toggle rates.
